==> flow/design.v <==
module  Macs(
    input               clk,
    input               rstn,
    input   [15:0]      A,
    input   [15:0]      B_0,
    input   [15:0]      B_1,
    input   [15:0]      B_2,
    input   [15:0]      B_3,
    input   [15:0]      C_0,
    input   [15:0]      C_1,
    input   [15:0]      C_2,
    input   [15:0]      C_3,
    input               en,
    input               mode,
    input               signal,
    output              valid,
    output  [15:0]      result_0,
    output  [15:0]      result_1,
    output  [15:0]      result_2,
    output  [15:0]      result_3
);
    localparam matmul = 1'b0;
    localparam matadd = 1'b1;
    wire [15:0]  A_temp;
    assign A_temp = mode==matadd ? 1 : (signal? (~A + 1'b1) : A );
    PE u_PE_0 (
        .clk(clk),
        .rstn(rstn),
        .A(A_temp),
        .B(B_0),
        .C(C_0),
        .en(en),
        .result(result_0),
        .valid(valid)
    );
    PE u_PE_1 (
        .clk(clk),
        .rstn(rstn),
        .A(A_temp),
        .B(B_1),
        .C(C_1),
        .en(en),
        .result(result_1)
    );
    PE u_PE_2 (
        .clk(clk),
        .rstn(rstn),
        .A(A_temp),
        .B(B_2),
        .C(C_2),
        .en(en),
        .result(result_2)
    );
    PE u_PE_3 (
        .clk(clk),
        .rstn(rstn),
        .A(A_temp),
        .B(B_3),
        .C(C_3),
        .en(en),
        .result(result_3)
    );
endmodule
module PE (
    input                   clk,
    input                   rstn,
    input       [15:0]      A,
    input       [15:0]      B,
    input       [15:0]      C,
    input                   en,
    output  reg  [15:0]     result,
    output  reg             valid
);
    reg mode;
    always @(posedge clk or negedge rstn) begin
        if(!rstn)begin
            result <= 0;
            valid <= 0;
            mode <= 0;
        end
        else if(!mode) begin
            if(en)begin
                result <= A*B;
                valid <= 0;
                mode <= 1;
            end
            else
                valid <= 0;
        end
        else begin
            result <= result + C;
            valid <= 1;
            mode <= 0;
        end
    end
endmodule
==> flow/run.sh <==
#!/bin/bash
# OpenROAD 26Q1-2900-gdf79404cd8, Yosys 0.63+post, stock flow scripts
make -C /OpenROAD-flow-scripts/flow DESIGN_CONFIG=/design/flow/config.mk WORK_HOME=/design/flow/orfs finish
==> flow/config.mk <==
export PLATFORM = sky130hd
export DESIGN_NAME = Macs
export DESIGN_NICKNAME = Macs
export VERILOG_FILES = /design/flow/design.v
export SDC_FILE = /design/flow/constraint.sdc
export NUM_CORES = 4
export LEC_CHECK = 1
export CORE_UTILIZATION = 30
==> flow/constraint.sdc <==
current_design Macs

set clk_period 10.8
set clk_io_pct 0.2

create_clock -name clk0 -period $clk_period [get_ports {clk}]

set non_clock_inputs [all_inputs -no_clocks]
set_input_delay [expr $clk_period * $clk_io_pct] -clock clk0 $non_clock_inputs
set_output_delay [expr $clk_period * $clk_io_pct] -clock clk0 [all_outputs]
==> flow_metrics.env <==
# source this file to load flow results
export IMPL_logic_family="adder cells"
export IMPL_seqPwrFrac_pct=9.4
export IMPL_mux_share_pct=1.37
export IMPL_worstSkewPairLatency_ps=350
export IMPL_drive_above_1_share_pct=2.47
export IMPL_drt_iter0_drc=468
export IMPL_dp_hpwl_mm=45.7
export IMPL_skew_ps=9.15
export IMPL_clkSinkCount=69
export IMPL_io_buffers=213
export IMPL_postSynthCellCount=2520
export IMPL_ys_sh_adder_pct=45.3
export IMPL_routedWlPerCell_um=15.5
export IMPL_p_int_uw=2700
export IMPL_cts_inserted_buffers=9
export IMPL_cts_root_buffer="clkbuf_16"
export IMPL_ff_type="dfrtp_1"
export IMPL_nFillCells=7157
export IMPL_die_h_um=269
export IMPL_top_cell_area_share_pct=30.3
export IMPL_ys_sh_xor_pct=9.15
export IMPL_power_switching_uw=2550
export IMPL_cp_end_kind="flop"
export IMPL_die_area_mm2=0.0724
export IMPL_synth_compound_area_share_pct=8.15
export IMPL_mappedNetlistArea_mm2=0.0214
export IMPL_hold_viol_final=0
export IMPL_async_reset_ff_share_pct=100
export IMPL_ctsHoldBuffers=0
export IMPL_tightest_slew_ps=763
export IMPL_rsz0062_at_grt="false"
export IMPL_worstPathMaxFanout=14
export IMPL_p_per_area_mw_per_mm2=211
export IMPL_first_pass_iters=4
export IMPL_grt_max_degree=43
export IMPL_cp_start_kind="primary input"
export IMPL_yosys_warnings=1
export IMPL_syn2layout_area_growth_pct=16.2
export IMPL_synth_cell_types=51
export IMPL_maxCapViolations=0
export IMPL_cp_arrival_ps=9870
export IMPL_post_cts_resize_count=0
export IMPL_pwr_share_comb_pct=84.7
export IMPL_peakVddDrop_v=0.000106
export IMPL_ys_sh_simple_pct=17.7
export IMPL_crit_type="in2reg"
export IMPL_p_clk_share_pct=5.9
export IMPL_crit_required_ps=11010
export IMPL_warnings=25
export IMPL_timing_fmax_mhz=103
export IMPL_synth_edff_count=0
export IMPL_vias_per_cell=4.56
export IMPL_lay_top_count="inv_1"
export IMPL_routed_wl_mm=56.0
export IMPL_ys_seq_share_pct=8.06
export IMPL_clock_path_buffers=2
export IMPL_yosysTopAreaCell="fa_1"
export IMPL_grt_antenna_before_repair=12
export IMPL_syn_area_per_cell_um2=8.50
export IMPL_track_usage_pct=16.5
export IMPL_finalClockPeriodUsage_pct=89.5
export IMPL_fp_util_pct=30.5
export IMPL_tritoncts="done"
export IMPL_synthTopCellsByArea="fa_1, ha_1, inv_1, dfrtp_1, and2_1"
export IMPL_swShare_pct=48.6
export IMPL_h_tree_depth=3
export IMPL_final_area_mm2=0.0249
export IMPL_ys_area_mm2=0.0214
export IMPL_post_cts_setup_buffer_count=0
export IMPL_fin_crit_ps=9660
export IMPL_core_area_mm2=0.0703
export IMPL_via_count=16500
export IMPL_route_detailed_drc=0
export IMPL_setup_tns_ps=0
export IMPL_io_pins=214
export IMPL_ys_ff=69
export IMPL_grt_pass1_wl_mm=91.2
export IMPL_ys_cells=2520
export IMPL_overflow=0
export IMPL_leakage_uw=0.0118
export IMPL_p_total_uw=5250
export IMPL_clk_pin_slew_ps=60
export IMPL_place_area_mm2=0.0246
export IMPL_final_cell_mix="inv_1, nand2_1, fa_1"
export IMPL_worst_hold_path_type="reg2reg"
export IMPL_die_x_um=269
export IMPL_max_slew_margin_pct=48.5
export IMPL_gp_congestion=0.883
export IMPL_slew_violations=0
export IMPL_outcome="completed"
export IMPL_fin_hold_ws_ps=604
export IMPL_grt_pass1_vias=17000
export IMPL_ant_nets=0
export IMPL_finalSetupViolations=0
export IMPL_rows=97
## sequential cells by signal, summed over array words and instances (netlist names)
name,flops
u_PE_2.mode,1
u_PE_0.valid,1
u_PE_0.result,16
u_PE_1.mode,1
u_PE_0.mode,1
u_PE_1.result,16
u_PE_3.mode,1
u_PE_2.result,16
u_PE_3.result,16
## worst max-delay path, cell delays in order
cell and delay [ps]:
clkdlybuf4s50_1 430, or3_1 530, o41ai_1 440, xor2_1 160, nor2_2 550, nand2_1 160, fa_1 490, fa_1 490
inv_1 50, fa_1 480, fa_1 550, inv_1 50, fa_1 450, fa_1 390, xnor2_1 140, xnor2_1 130
xnor2_1 220, xnor2_1 160, xnor3_1 340, xnor3_1 370, xnor3_1 210, xnor3_1 460, xnor2_1 180, mux2i_1 160
o32ai_1 100
## power groups by stage
stage                 registers [uW]  logic, uW  clock network (uW)
after CTS                        500       4590                 322
final                            495       4450                 310
after global routing             514       5050                 334
## Yosys cell counts, types with 9 or more instances
cell,number
nand3_1,16
xor2_1,43
ha_1,257
nor3_1,14
mux2i_1,27
a21o_1,18
nand2_1,327
a211oi_1,16
dfrtp_1,69
xnor3_1,12
nor2_1,80
nor2b_1,21
o41ai_1,16
inv_1,470
o21a_1,11
o21ai_0,81
or3_1,16
fa_1,324
nand3b_1,9
xnor2_1,147
o21bai_1,18
clkbuf_1,101
and2_1,260
a21oi_1,91
## layer usage
metal / GRT usage, % / wire length (um) / share of wire (%) / vias to the layer above
li1: - / - / - / 8065
met1: 20.9 / 22500 / 40 / 7985
met2: 29.0 / 29300 / 52 / 319
met3: 4.67 / 3420 / 6.1 / 67
met4: 1.94 / 738 / 1.3 / 22
met5: 0 / 130 / 0.23 / -
## cell type report
cell class	instances	area, um2	area share (%)
Multi-Input combinational cell	1869	17600	70.6
Tap cell	940	1180	4.73
Timing Repair Buffer	243	2350	9.45
Clock inverter	7	75.1	0.302
Inverter	471	1770	7.11
Antenna cell	1	2.50	0.0101
Sequential cell	69	1730	6.94
Clock buffer	9	225	0.905
## metrics by stage
step | cells | setup slack, ps | utilization [%]
after floorplan | 2520 | 1610 | -
after CTS | 3608 | 1070 | 35.4
final | 3609 | 1140 | 35.4
after detailed placement | 3592 | 732 | 35.0
after global routing | 3609 | 718 | 35.4
after global placement | 3592 | 821 | 35.0
## path summary, 6_finish.rpt
check / start / endpoint / slack (ps) / cells past startpoint
min in group asynchronous: rstn / u_PE_1.result[9] / 1730 / 1
max reg2reg: u_PE_2.result[1] / u_PE_2.result[15] / 7530 / 12
max: A[5] / u_PE_2.result[15] / 1140 / 25
max in group asynchronous: rstn / u_PE_3.result[12] / 8120 / 2
min: u_PE_3.result[0] / u_PE_3.result[0] / 600 / 2
min reg2reg: u_PE_3.result[0] / u_PE_3.result[0] / 600 / 2
## logic make-up after synthesis
| family | count (synthesis) |
|---|---|
| buffers and inverters | 582 |
| and+or+nand+nor | 772 |
| muxes | 29 |
| DFF | 69 |
| xor gates and xnor gates | 203 |
| AOI/OAI and AO/OA | 284 |
| adders and majority gates | 581 |
Power and IR drop assume default switching activity.
